$ cat flow/config.mk
export PLATFORM = sky130hd
export DESIGN_NAME = DMem
export DESIGN_NICKNAME = DMem
export VERILOG_FILES = /design/flow/design.v
export SDC_FILE = /design/flow/constraint.sdc
export NUM_CORES = 4
export LEC_CHECK = 1
export CORE_UTILIZATION = 50
$ cat flow/constraint.sdc
current_design DMem

set clk_period 9.9
set clk_io_pct 0.2

create_clock -name clk0 -period $clk_period

set non_clock_inputs [all_inputs -no_clocks]
set_input_delay [expr $clk_period * $clk_io_pct] -clock clk0 $non_clock_inputs
set_output_delay [expr $clk_period * $clk_io_pct] -clock clk0 [all_outputs]
$ cat flow/design.v
`timescale 1ns / 1ps
module DMem(WriteData,    
            MemData,      
            Address,      
            MemWrite     
            );        
parameter ADDRESS_WIDTH = 32;
parameter DATA_WIDTH = 32;
input [DATA_WIDTH-1:0]       WriteData;
input [ADDRESS_WIDTH-1:0]    Address;
input MemWrite;
output [DATA_WIDTH-1:0] MemData;
reg [DATA_WIDTH-1:0] mem_contents [ADDRESS_WIDTH-1:0];
integer i;
assign MemData= mem_contents[Address];
always @(MemWrite)
begin
		mem_contents[Address]<= #5 WriteData;
end
endmodule
$ cat flow/run.sh
#!/bin/bash
# OpenROAD 26Q1-2900-gdf79404cd8, Yosys 0.63+post, stock flow scripts
make -C /OpenROAD-flow-scripts/flow DESIGN_CONFIG=/design/flow/config.mk WORK_HOME=/design/flow/orfs finish
==> results.sh <==
# physical design summary
export IMPL_post_cts_resized=0
export IMPL_top_regs="mem_contents: 1024 flops"
export IMPL_io_buffers=69
export IMPL_worst_setup_path_start_kind="primary input"
export IMPL_p_per_area_nw_per_um2=30.68
export IMPL_drc_errors=0
export IMPL_synth_cell_types=48
export IMPL_yosys_cells=2198
export IMPL_rsz0062_at_grt="no"
export IMPL_hold_viol=0
export IMPL_drtPass1Iterations=5
export IMPL_core_area_um2=44610
export IMPL_vias_per_cell=6.245
export IMPL_drt_antenna_violating_nets=0
export IMPL_first_iter_violations=1400
export IMPL_unconstrained_endpoints=1024
export IMPL_synth_area_per_cell_um2=10.37
export IMPL_die_area_um2=46430
export IMPL_row_count=77
export IMPL_cap_violations=0
export IMPL_period_needed_ps=8044
export IMPL_largest_reg_flops=1024
export IMPL_regArea_um2=15370
export IMPL_cp_required_ps=7920
export IMPL_synth_area_um2=22790
export IMPL_grt_util_met2_pct=50.00
export IMPL_synthFlopType="dlxtn_1"
export IMPL_status="finished, final reports clean"
export IMPL_use_met3_pct=9.950
export IMPL_grt_pass1_wl_um=108000
export IMPL_min_period_over_period_pct=81.25
export IMPL_unclocked_regs=1024
export IMPL_use_met1_pct=49.27
export IMPL_grt_pass1_vias=16340
export IMPL_yosysWarnings=2
export IMPL_crit_type="in2out"
export IMPL_p_leak_nw=11.03
export IMPL_worst_pin_slew_ps=968.1
export IMPL_dp_cells=2792
export IMPL_cts_hold_buf=0
export IMPL_post_cts_setup_buffers=0
export IMPL_cp_max_fo=38
export IMPL_syn2layout_area_growth_pct=6.940
export IMPL_synthCells=2198
export IMPL_n_fill_cell=3762
export IMPL_avgRoutedWirePerCell_um=26.06
export IMPL_drive_gt1_share_pct=6.091
export IMPL_numSynthFlops=1024
export IMPL_setup_violations=0
export IMPL_vias=17440
export IMPL_grt_max_degree=100
export IMPL_dp_hpwl_um=43490
export IMPL_fin_cells=2792
export IMPL_fin_setup_tns_ps=0
export IMPL_insertedDiodeCount=0
export IMPL_antenna_found_initial=0
export IMPL_wl_um=72770
export IMPL_slew_violations=0
export IMPL_die_y_um=215.5
export IMPL_logic_area_um2=6759
export IMPL_vdd_drop_max_mv=0.03120
export IMPL_edf_count=0
export IMPL_busiest_layer="met2"
export IMPL_grt_usage_pct=32.92
export IMPL_overflow=0
export IMPL_largest_register="mem_contents"
export IMPL_slew_headroom_pct=35.26
export IMPL_timing_fmax_mhz=124.3
export IMPL_warning_count=60
export IMPL_initial_core_util_pct=51.09
export IMPL_async_flop_share_pct=0
export IMPL_arrival_ps=6060
export IMPL_endpoint_kind="primary output"
export IMPL_hold_class="in2out"
export IMPL_pin_count=97
export IMPL_gp_congestion=0.8998
export IMPL_die_width_um=215.5
export IMPL_ys_chip_area_um2=22790
power breakdown:
group	total (W)	internal, W	switching [W]
clock network	0	0	0
logic	0.000402	0.000154	0.000248
registers	0.000345	0.000297	0.0000486
logic make-up (layout without fill, tap and decap cells):
logic type,count (synthesis),count (layout),share of synthesized area [%]
AND-OR/OR-AND,440,440,14.86
buffers and inverters,182,184,3.305
multiplexers,42,42,1.922
latches,1024,1024,67.58
AND/OR/NAND/NOR,510,510,12.44
final cells by class:
cell class,instances,share of cell area (%)
timing repair buffer,169,5.904
inverter,15,0.2310
multi-input combinational,992,27.74
sequential,1024,63.09
tap,592,3.039
layout by cell type, fill, tap and decap left out, drive strengths merged, types with 2 or more instances in the layout:
master,n
and4,2
nor4,2
a21oi,60
mux2i,28
inv,15
nand2,27
nand2b,2
a221o,27
a32oi,10
and2,16
o21ai,5
a22oi,208
buf,103
nand3b,10
nor3b,3
and3b,3
nor2,32
o32a,32
a221oi,27
or3,3
or3b,4
a21boi,2
nor3,2
a22o,31
dlxtn,1024
a32o,2
a2111oi,5
nor4bb,5
o211ai,27
clkdlybuf4s50,66
and3,11
or4,30
mux2,14
nand3,255
nand4,100
nor2b,2
critical path, cell delays in order:
cell	delay, ps
clkdlybuf4s50_1	520
buf_4	430
and3b_2	640
buf_4	430
and2_1	520
buf_4	450
a22oi_1	120
nand4_1	190
o32a_1	250
clkdlybuf4s50_1	500
synth_stat cells (all sizes together), types with 16 or more instances:
cell | count | area share [%]
dlxtn | 1024 | 68
nand3 | 255 | 5.6
a22oi | 208 | 6.9
clkbuf | 116 | 1.9
nand4 | 100 | 2.7
a21oi | 60 | 1.3
buf | 51 | 1.1
nor2 | 32 | 0.53
o32a | 32 | 1.4
a22o | 31 | 1.2
or4 | 30 | 0.99
mux2i | 28 | 1.2
a221o | 27 | 1.2
a221oi | 27 | 1.0
nand2 | 27 | 0.44
o211ai | 27 | 0.89
and2 | 16 | 0.46
per-stage QoR:
stage	setup slack (ps)	power, W	instance area, um^2	hold slack, ps	utilization (%)
after floorplan	4034	0.0005135	22790	4580	-
after global placement	1911	0.0007351	24370	5192	54.63
after detailed placement	1898	0.0007442	24370	5207	54.63
after CTS	1901	0.0007474	24370	5209	54.63
after global routing	1716	0.0007951	24370	5268	54.63
final	1856	0.0007476	24370	5191	54.63
per-layer routing:
| layer | vias to the layer above | routed length, um |
|---|---|---|
| li1 | 7960 | - |
| met1 | 8552 | 29910 |
| met2 | 833 | 33380 |
| met3 | 90 | 7893 |
| met4 | 0 | 1587 |
| met5 | - | 0 |
path summary, 6_finish.rpt:
path	start	endpoint	slack [ps]	depth (start not counted)
max	Address[3]	MemData[10]	1860	10
min	Address[0]	MemData[25]	5190	5
No activity file was given, so power comes from the tool's default toggle rates.
