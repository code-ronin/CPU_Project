==> design.v <==
`timescale 1ns / 1ps
module Control(
	IorD,
	MemWrite,
	MemtoReg,
	PCSource,
	ALUOp,
	ALUSrcB,
	ALUSrcA,
	RegWrite,
	state,
	next_state,
	Instruction, clk
    );
	input 	[5:0] Instruction;
	input		clk;
	output reg 	IorD;
	output reg	MemWrite;			 
	output reg	MemtoReg;			 
	output reg	[1:0]	PCSource;	 
	output reg	[5:0]	ALUOp;		 
	output reg	[1:0] ALUSrcB;
	output reg	ALUSrcA;
	output reg	RegWrite;
	output [3:0] state;
	reg[3:0] state;
	output reg [3:0] next_state;
	initial begin
			ALUSrcA	= 0;
			ALUSrcB 	= 2'b 01;
			IorD 		= 1'b 0;
			ALUOp 	= 6'b 000000;
			PCSource = 2'b 11;
			next_state = 4'd 1;
			MemWrite = 1'b 0;
	end
	always @ (posedge clk) begin
		state = next_state;
	end	
	always @(state) begin
		if (state == 4'd 0) 
		begin
			RegWrite = 1'b 0;
			MemWrite = 1'b 0;
			ALUSrcA	= 1;
			ALUSrcB 	= 2'b 00;
			PCSource = 2'b 11;
			next_state = 4'd 1;
		end
		if (state == 4'd 1)
		begin
		PCSource = 2'b 11;
		MemWrite = 1'b 0;
			if (Instruction == 6'b 000000)begin  
				ALUSrcA	= 0;
				ALUSrcB 	= 2'b 01;
				ALUOp = 6'b 000000;
				PCSource = 2'b 00;
				next_state = 4'd 0;
			end
			else if (Instruction == 6'b 000001)begin  
				next_state = 4'd 2;
			end
			else if (Instruction == 6'b 000010) begin  
				MemtoReg = 1'b 0;
				ALUSrcA	= 0;
				ALUSrcB 	= 2'b 01;
				ALUOp = 6'b 00000;
				PCSource = 2'b 11;
				next_state = 4'd 13;
			end
			else if (Instruction == 6'b 010000)begin  
				ALUSrcA 	 = 1'b 1;
				ALUSrcB 	 = 2'b 00;
				ALUOp = 6'b 010000;
				next_state  = 4'd 4;
			end
			else if (Instruction == 6'b 010001)begin  
				ALUSrcA 	 = 1'b 1;
				ALUSrcB 	 = 2'b 00;
				ALUOp = 6'b 010001;
				next_state  = 4'd 4;
			end
			else if (Instruction == 6'b 010010)begin  
				ALUSrcA 	 = 1'b 1;
				ALUSrcB 	 = 2'b 00;
				ALUOp = 6'b 010010;
				next_state  = 4'd 4;
			end
			else if (Instruction== 6'b 010011)begin  
				ALUSrcA 	 = 1'b 1;
				ALUSrcB 	 = 2'b 00;
				ALUOp = 6'b 010011;
				next_state  = 4'd 4;
			end
			else if (Instruction == 6'b 010100)begin  
				ALUSrcA 	 = 1'b 1;
				ALUSrcB 	 = 2'b 00;
				ALUOp = 6'b 010100;
				next_state  = 4'd 4;
			end
			else if (Instruction == 6'b 010101)begin  
				ALUSrcA 	 = 1'b 1;
				ALUSrcB 	 = 2'b 00;
				ALUOp = 6'b 010101;
				next_state  = 4'd 4;
			end
			else if (Instruction == 6'b 010110)begin  
				ALUSrcA 	 = 1'b 1;
				ALUSrcB 	 = 2'b 00;
				ALUOp = 6'b 010110;
				next_state  = 4'd 4;
			end
			else if (Instruction == 6'b 010111)begin  
				ALUSrcA 	 = 1'b 1;
				ALUSrcB 	 = 2'b 00;
				ALUOp = 6'b 010111;
				next_state  = 4'd 4;
			end
			else if (Instruction == 6'b 100000)begin  
				ALUSrcA 	 = 1'b 1;
				ALUSrcB 	 = 2'b 00;
				ALUOp = 6'b 100000;
				next_state  = 4'd 3;
			end
			else if (Instruction == 6'b 100001)begin  
				ALUSrcA 	 = 1'b 1;
				ALUSrcB 	 = 2'b 00;
				ALUOp = 6'b 100001;
				next_state  = 4'd 3;
			end
			else if (Instruction == 6'b 100010)begin  
				ALUSrcA 	 = 1'b 1;
				ALUSrcB 	 = 2'b 00;
				ALUOp = 6'b 100010;
				next_state  = 4'd 3;
			end
			else if (Instruction == 6'b 100011)begin  
				ALUSrcA 	 = 1'b 1;
				ALUSrcB 	 = 2'b 00;
				ALUOp = 6'b 100011;
				next_state  = 4'd 3;
			end
			else if (Instruction == 6'b 110010)begin  
				ALUSrcA 	 = 1'b 1;
				ALUSrcB 	 = 2'b 10;
				ALUOp = 6'b 110010;
				next_state  = 4'd 5;
			end
			else if (Instruction == 6'b 110011)begin  
				ALUSrcA 	 = 1'b 1;
				ALUSrcB 	 = 2'b 10;
				ALUOp = 6'b 110011;
				next_state  = 4'd 5;
			end
			else if (Instruction == 6'b 110100)begin  
				ALUSrcA 	 = 1'b 1;
				ALUSrcB 	 = 2'b 10;
				ALUOp = 6'b 110100;
				next_state  = 4'd 5;
			end
			else if (Instruction == 6'b 110101)begin  
				ALUSrcA 	 = 1'b 1;
				ALUSrcB 	 = 2'b 10;
				ALUOp = 6'b 110101;
				next_state  = 4'd 5;
			end
			else if (Instruction == 6'b 110110)begin  
				ALUSrcA 	 = 1'b 1;
				ALUSrcB 	 = 2'b 10;
				ALUOp = 6'b 110110;
				next_state  = 4'd 5;
			end
			else if (Instruction == 6'b 110111)begin  
				ALUSrcA 	 = 1'b 1;
				ALUSrcB 	 = 2'b 10;
				ALUOp = 6'b 110111;
				next_state  = 4'd 5;
			end
			else if (Instruction == 6'b 111001)begin  
				ALUSrcA = 1'b 1;
				ALUSrcB 	 = 2'b 10;
				ALUOp = 6'b 111001;
				next_state  = 4'd 7;
			end
			else if (Instruction == 6'b 111010)begin  
				ALUSrcA = 1'b 1;
				ALUSrcB 	 = 2'b 10;
				ALUOp = 6'b 111010;
				next_state  = 4'd 7;
			end
			else if (Instruction == 6'b 111011)begin  
				ALUSrcB 	 = 2'b 10;
				ALUOp = 6'b 111011;
				IorD = 1'b 1;
				next_state  = 4'd 9;
			end
			else if (Instruction == 6'b 111101) begin  
				ALUSrcB = 2'b 00;
				ALUOp = 6'b 111101;
				next_state = 4'd 9;
			end
			else if (Instruction == 6'b 111100)begin  
				ALUSrcA= 1'b 1;
				IorD = 1'b 1;
				ALUOp = 6'b 111100;
				next_state  = 4'd 11;
			end
			else if (Instruction == 6'b 111110) begin  
				ALUSrcA= 1'b 1;
				ALUSrcB= 2'b 10;
				IorD = 1'b 1;
				ALUOp = 6'b 111110;
				next_state = 4'd 11;
			end
			else
			begin
				next_state  = 4'd 0;
			end
		end
		if (state == 4'd 2)
		begin
			PCSource  = 2'b 10;
			ALUSrcA 	 = 1'b 0;
			ALUSrcB 	 = 2'b 01;
			ALUOp		= 6'b 000001;
			next_state 	 = 4'd 0;
		end
		if (state == 4'd 3)
		begin
			PCSource  = 2'b 01;
			ALUSrcA 	 = 1'b 0;
			ALUOp  = 6'b 000000;
			next_state  = 4'd 0;
		end
		if (state == 4'd 4)
		begin
			RegWrite = 1'b 1;
			MemtoReg = 1'b 0;
			next_state  = 4'd 6;
			PCSource  = 2'b 11;
		end
		if (state == 4'd 5)
		begin
			MemtoReg = 1'b 0;
			RegWrite = 1'b 1;
			PCSource  = 2'b 11;
			next_state  = 4'd 6;
		end
		if (state == 4'd 6)
		begin
			ALUSrcA	 = 0;
			ALUSrcB 	 = 2'b 01;
			ALUOp = 6'b 000000;
			RegWrite =	1'b 1;
			MemtoReg = 1'b 0;
			PCSource  = 2'b 00;
			next_state = 4'd 0;
		end
		if (state == 4'd 7)
		begin
			RegWrite = 1'b 1;
			MemtoReg = 1'b 0;
			PCSource = 2'b 11;
			next_state = 4'd 8;
		end
		if (state == 4'd 8)
		begin
			RegWrite = 1'b 0;
			ALUSrcA	 = 0;
			ALUSrcB	 = 2'b 01;
			PCSource  = 2'b 00;
			ALUOp = 6'b 000000;
			next_state = 4'd 0;
		end
		if (state == 4'd 9)
		begin
			PCSource = 2'b 11;
			MemtoReg = 1'b 1;
			RegWrite = 1'b 1;
			next_state = 4'd 10;
		end
		if (state == 4'd 10)
		begin
			RegWrite = 1'b 0;
			PCSource = 2'b 00;
			ALUSrcA	 = 0;
			ALUSrcB 	 = 2'b 01;
			ALUOp = 6'b 000000;
			next_state = 4'd 0;
		end
		if (state == 4'd 11)
		begin
			PCSource = 2'b 11;
			MemWrite = 1'b 1;
			next_state = 4'd 12;
		end
		if (state == 4'd 12)
		begin
			PCSource = 2'b 00;
			ALUSrcA	 = 0;
			MemWrite = 1'b 0;
			ALUSrcB 	 = 2'b 01;
			ALUOp = 6'b 000000;
			next_state = 4'd 0;
		end
		if (state == 4'd 13)
		begin
			RegWrite = 1'b 1;
			PCSource  = 2'b 10;
			ALUSrcA 	 = 1'b 0;
			ALUSrcB 	 = 2'b 01;
			ALUOp		= 6'b 000001;
			next_state 	 = 4'd 0;
		end
end
endmodule
==> run.sh <==
#!/bin/bash
# OpenROAD 26Q1-2900-gdf79404cd8, Yosys 0.63+post, stock flow scripts
make -C /OpenROAD-flow-scripts/flow DESIGN_CONFIG=/design/flow/config.mk WORK_HOME=/design/flow/orfs finish
==> config.mk <==
export PLATFORM = sky130hd
export DESIGN_NAME = Control
export DESIGN_NICKNAME = Control
export VERILOG_FILES = /design/flow/design.v
export SDC_FILE = /design/flow/constraint.sdc
export NUM_CORES = 4
export LEC_CHECK = 1
export CORE_AREA = 10 10 112 112
export DIE_AREA = 0 0 122 122
==> constraint.sdc <==
current_design Control

set clk_period 1.2
set clk_io_pct 0.2

create_clock -name clk0 -period $clk_period [get_ports {clk}]

set non_clock_inputs [all_inputs -no_clocks]
set_input_delay [expr $clk_period * $clk_io_pct] -clock clk0 $non_clock_inputs
set_output_delay [expr $clk_period * $clk_io_pct] -clock clk0 [all_outputs]
==> summary.txt <==
Physical implementation status

The mapped netlist covers 1874 um^2. Port buffering added 29 buffers. Grouping stages by cell kind, the critical path spends the most delay in flip-flops. The timing report shows that the slowest cell on the worst path is dfxtp_2. The ratio of cells with drive above 1 in the final layout stands at 0.08874. Summed over all nets, wire length on met3 after detailed routing comes to 461 um. The number of unconstrained endpoints stands at 41. The number of endpoints failing setup at the final stage stands at 0.

The initialized floorplan defines 37 standard-cell rows. In this run the count of I/O pins placed on the die edge is 30. Leaving out filler cells and counting taps, the final layout contains 429.

The met1 routed wirelength after detailed routing stands at 2896 um. Along the critical path, the tally of buffer and inverter instances is 1. The initial antenna violation count is 0. Post-synth the commonest register cell is dlxtn_1. The total power density per cell area stands at 346.6 nW/um^2. Yosys mapped a number of flops with a built-in enable equal to 0. The total congestion overflow stands at 0.

The number of different library cells used by synthesis comes to 65. Signal nets in the final route climb as high as met4. The worst setup path is launched from a register. The final weighted congestion of routability-driven global placement stands at 0.9452. The number of standard cells reported by yosys stands at 280.

The data required time of the worst path stands at 0.96 ns. The timer found 19 register pins that no clock reaches; their paths are not timed. The report puts the hold buffer count at CTS at 0.

The TritonCTS buffer count stands at 3. Per STA, the worst path is made up of dlygate4sd2_1. The flow ran to the end, and the final reports show no timing, DRC or antenna violations. The slew check shows that the tightest pin keeps a relative margin of 0.4045. The transition time at the pin with the least slew margin stands at 0.8904 ns.

In this run the full chip footprint comes out at 14880 um^2. The final tally of max-slew violations stands at 0. In the setup report, the worst path falls into the class register to primary output. The leakage power of the design stands at 0.0008365 uW. The tightest hold path in the finished design has a slack of 0.9594 ns. The die extent in x stands at 122 um. The minimum clock period after layout stands at 0.9954 ns.

The stage delay of the slowest cell on the critical path stands at 0.31 ns. According to the dpl log, the detail-placed design has an HPWL of 4347 um. The final-layout setup total negative slack stands at 0 ns. The run reported a max-capacitance violation count of 0.

The starting density of the core stands at 0.1832. For this run, the script counts the antenna cells in the layout as 0. The wire length recorded after detailed routing is 6159 um. The stage logs contain a warning count of 25. The Yosys step of the flow raised 4 warnings. In the synthesized netlist the async set-or-reset flop fraction comes to 0.

The routed design shows a wire length per standard cell of 14.36 um. According to the floorplan report, the die height is 122 um. The registers of the reported paths see a clock transition of 0.03 ns. Per the timing report, the biggest fanout along the worst path comes to 2. The area inside the core boundary stands at 10230 um^2.

The final cell utilization of the core stands at 0.2253. The first global-routing pass estimated 10140 um of wire. According to the report, the first pass of detailed routing completed in 5 iterations. Total power for the finished layout comes to 798.7 uW. Based on the critical path, the design can be clocked at up to 1005 MHz. The via count of the first global-routing pass stands at 1966.

The count of nets left with antenna violations once routing finished came out at 0. The worst setup path is captured at a primary output. The worst hold path belongs to the class register to primary output. Setup repair after global routing left no endpoint under its margin. The area added between synthesis and finish stands at 22.96%. The post-synthesis register bit count stands at 23. The mean cell area of the mapped netlist stands at 6.694 um^2. The chip area estimate from yosys synthesis stands at 1874 um^2. Looking at the clock tree report, the root buffer type is clkbuf_8. The via count stands at 2147. The synthesized netlist cell count stands at 280. Overall routing resource usage recorded by global route was 0.08017. The number of remaining DRC errors stands at 0.

Dividing the detail-routed via count by the number of cells gives 5.005. The cell total after placement stands at 424. The signal arrival time at the worst endpoint stands at 0.76 ns.

The maximum number of buffers from clock root to sink stands at 2. TritonCTS built the clock tree. Detailed routing placed a total of 2779 um of wire on met2. Looking at the clock tree report, the H-tree level count equals 1. Entering global routing, the biggest net connects 47 pins. The share of the cycle needed by the critical path after routing stands at 0.8295. The number of DRC markers after the initial detailed-route iteration stands at 278. The worst supply voltage drop on vdd stands at 0.3796 mV. The final hold violation count stands at 0.
-- layer usage --
metal | up-vias | global-route usage
met5 | - | 0
met4 | 0 | 0.008197
met3 | 3 | 0.01221
met2 | 84 | 0.1231
met1 | 990 | 0.1195
li1 | 1070 | -
-- report_power, final --
group          total, uW  internal, uW  switching (uW)  leakage [uW]
registers            153           150            3.35      0.000187
logic                364           135             229      0.000628
clock network        281           214            67.7     0.0000216
-- final timing paths --
path                              from  endpoint  slack [ns]  cells past startpoint
worst min-delay path  state[1]$_DFF_P_  state[1]        0.96                      1
worst max-delay path  state[2]$_DFF_P_  state[2]        0.20                      1
-- what timing repair did --
action	4_1_cts	5_1_grt
setup endpoints to repair	4	0
resized	8	0
setup buffers	2	0
-- synth_stat cells (3+ instances only) --
cell type,n,area share
a221o_1,3,0.016
nor2b_1,5,0.017
o22ai_1,5,0.017
a311oi_1,3,0.014
a21boi_0,3,0.012
a21oi_1,37,0.099
clkbuf_1,6,0.012
nor2_1,25,0.050
nor3_1,9,0.024
o31ai_1,3,0.012
dfxtp_1,4,0.043
buf_1,3,0.0060
o211ai_1,5,0.020
nand2_1,26,0.052
a211oi_1,6,0.024
dlxtn_1,19,0.15
nand2b_1,13,0.043
inv_1,7,0.014
a211o_1,3,0.014
buf_2,18,0.048
nand4_1,3,0.010
o21ai_0,18,0.048
-- metrics by stage --
| step | cell area (um^2) | setup slack (ns) |
|---|---|---|
| global placement | 2248 | 0.1897 |
| global route | 2305 | 0.1803 |
| finish | 2305 | 0.2046 |
| CTS | 2305 | 0.1987 |
| floorplan | 1874 | 0.5859 |
| detailed placement | 2248 | 0.1811 |
-- state kept, by name (all words and copies together), names as in the netlist --
name	count
IorD	1
MemtoReg	1
ALUSrcB	2
PCSource	2
ALUSrcA	1
ALUOp	6
MemWrite	1
state	4
next_state	4
RegWrite	1
-- cells by family (layout without fill, tap and decap cells) --
group | count (synthesis) | in the layout | synth area share
xor+xnor | 2 | 2 | 0.009348
flops | 4 | 4 | 0.04273
buf+inv | 36 | 49 | 0.09213
mux | 1 | 1 | 0.005341
other cells | 1 | 1 | 0.002001
latches | 19 | 19 | 0.1522
simple gates | 106 | 106 | 0.3077
compound gates | 111 | 111 | 0.3885
-- cell type report --
class,instances,area (um^2)
fillers,1145,7926
clock buffers,3,41.29
well taps,136,170.2
flip-flops and latches,23,370.4
multi-input cells,221,1336
inverters,7,26.28
repair buffers,39,360.3
-- cells in the final DEF, fill, tap and decap left out, drive strengths merged, types with 3 or more instances in the layout --
master | netlist | layout
buf | 23 | 10
dlygate4sd2 | 0 | 4
a221o | 3 | 3
o21ai | 20 | 20
nand4 | 3 | 3
dlxtn | 19 | 19
nor2b | 5 | 5
nor2 | 25 | 25
dfxtp | 4 | 4
a211oi | 6 | 6
o22ai | 5 | 5
a21oi | 38 | 38
a21boi | 3 | 3
nor4 | 4 | 4
clkdlybuf4s50 | 0 | 25
o31ai | 3 | 3
and2 | 3 | 3
nand2 | 26 | 26
or4 | 3 | 3
a311oi | 3 | 3
clkbuf | 6 | 3
nand2b | 13 | 13
nor3 | 10 | 10
inv | 7 | 7
o211ai | 5 | 5
a211o | 4 | 4
Power is estimated from default activity; no workload was simulated.
